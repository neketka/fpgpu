--- flow/design.v ---
typedef bit [31:0] float32;
typedef struct packed {
    float32 x;
    float32 y;
    float32 z;
    float32 w;
} s_fvec4;
typedef struct packed {
    integer x;
    integer y;
} s_ivec2;
typedef struct packed {
    integer x;
    integer y;
    integer w;
    integer h;
} s_ibox;
typedef struct packed {
    s_fvec4 row0;
    s_fvec4 row1;
    s_fvec4 row2;
    s_fvec4 row3;
} s_fmat4;
typedef enum bit [1:0] {
    CULL_NONE, CULL_BACKFACE, CULL_FRONTFACE, CULL_FRONTBACK  
} e_culling_mode;
typedef enum bit [1:0] {
    ZTEST_NEVER, ZTEST_LESS, ZTEST_GREATER, ZTEST_ALWAYS
} e_ztest_mode;
typedef enum bit [1:0] {
    BLEND_NONE, BLEND_ALPHA, BLEND_ADD, BLEND_SUB
} e_blend_mode;
typedef struct packed {
    s_fvec4 position;
    s_fvec4 normal;
    s_fvec4 texcoord;
    s_fvec4 color;
} s_vertex_common;
typedef struct packed {
    s_fmat4 position_mat;
    s_fmat4 normal_mat;
    s_fmat4 texcoord_mat;
    s_fmat4 color_mat;
} s_vertex_transform_data;
typedef struct packed {
    integer v_first_addr;
    integer v_count;
    integer transform_addr;
    integer color_image_addr;
    integer depth_image_addr;
    s_ibox viewport;
    s_ibox scissor;
    e_culling_mode culling_mode;
    e_blend_mode blend_mode;
    e_ztest_mode ztest_mode;
} s_top_to_v_fetch;
typedef struct packed {
    s_vertex_common vertex;
    integer transform_addr;
    integer color_image_addr;
    integer depth_image_addr;
    s_ibox viewport;
    s_ibox scissor;
    e_culling_mode culling_mode;
    e_blend_mode blend_mode;
    e_ztest_mode ztest_mode;
} s_v_fetch_to_transform;
typedef struct packed {
    s_vertex_common v1;
    s_vertex_common v2;
    s_vertex_common v3;
    integer color_image_addr;
    integer depth_image_addr;
    s_ibox viewport;
    s_ibox scissor;
    e_blend_mode blend_mode;
    e_ztest_mode ztest_mode;
} s_transform_to_clipculling;
typedef struct packed {
    s_vertex_common v1;
    s_vertex_common v2;
    s_vertex_common v3;
    integer color_image_addr;
    integer depth_image_addr;
    s_ibox scissor;
    e_blend_mode blend_mode;
    e_ztest_mode ztest_mode;
} s_clipculling_to_screenspace;
typedef struct packed {
    s_vertex_common v1;
    s_vertex_common v2;
    s_vertex_common v3;
    integer color_image_addr;
    integer depth_image_addr;
    s_ibox scissor;
    e_blend_mode blend_mode;
    e_ztest_mode ztest_mode;
} s_screenspace_to_rasterizer;
typedef struct packed {
    s_vertex_common v_interp;
    s_ivec2 pixelcoord;
    integer color_image_addr;
    integer depth_image_addr;
    s_ibox scissor;
    e_blend_mode blend_mode;
    e_ztest_mode ztest_mode;
} s_rasterizer_to_depth_fetch;
typedef struct packed {
    s_vertex_common v_interp;
    s_ivec2 pixelcoord;
    float32 src_depth;
    integer color_image_addr;
    integer depth_image_addr;
    s_ibox scissor;
    e_blend_mode blend_mode;
    e_ztest_mode ztest_mode;
} s_depth_fetch_to_zscissor;
typedef struct packed {
    s_vertex_common v_interp;
    s_ivec2 pixelcoord;
    integer color_image_addr;
    integer depth_image_addr;
    e_blend_mode blend_mode;
} s_zscissor_to_shading;
typedef struct packed {
    s_fvec4 shaded_color;
    s_ivec2 pixelcoord;
    float32 new_depth;
    integer color_image_addr;
    integer depth_image_addr;
    e_blend_mode blend_mode;
} s_shading_to_image_fetch;
typedef struct packed {
    s_fvec4 src_color;
    s_fvec4 shaded_color;
    s_ivec2 pixelcoord;
    float32 new_depth;
    integer color_image_addr;
    integer depth_image_addr;
    e_blend_mode blend_mode;
} s_image_fetch_to_blending;
typedef struct packed {
    s_fvec4 final_color;
    s_ivec2 pixelcoord;
    float32 new_depth;
    integer color_image_addr;
    integer depth_image_addr;
} s_blending_to_write;
module alu
(
    input [31:0] val_a,
    input [31:0] val_b,
    input [2:0] op,
    output reg [31:0] result,
    output reg [2:0] nzp
);
    always_comb begin
        case (op)
            3'b000: result = val_a + val_b;
            3'b001: result = val_a - val_b;
            3'b010: result = val_a * val_b;
            3'b011: result = ~val_a;
            3'b100: result = val_a & val_b;
            3'b101: result = val_a | val_b;
            3'b110: result = val_a << val_b;
            3'b111: result = val_a >>> val_b;
        endcase
        if (result[31] == 1'b1)
            nzp = 3'b100;
        else if (result == 32'd0)
            nzp = 3'b010;
        else
            nzp = 3'b001;
    end
endmodule
module full_alu
(
    input [31:0] dest,
    input [127:0] arg,
    input [1:0] swizzle_mask,
    input [2:0] op,
    output [31:0] dest_out,
    output [2:0] nzp_out
);
    wire [31:0] result;
    integer arg_chosen;
    alu alu_inst(
        .val_a(arg_chosen),
        .val_b(dest),
        .op(op),
        .result(dest_out),
        .nzp(nzp_out)
    );
    always_comb begin
        case (swizzle_mask)
            2'b00: arg_chosen = arg[31:0];
            2'b01: arg_chosen = arg[63:32];
            2'b10: arg_chosen = arg[95:64];
            2'b11: arg_chosen = arg[127:96];
        endcase
    end
endmodule
module top
(
    input clk,
    input btn1,
    input btn2,
    output [5:0] led
);
    integer arg_0 = 0;
    integer arg_1 = 0;
    reg [2:0] op = 0;
    reg bt1_down = 0;
    reg bt2_down = 0;
    reg [3:0] bt1_downcount = 0;
    reg [3:0] bt2_downcount = 0;
    wire [31:0] result;
    wire [2:0] nzp;
    alu alu_inst(
        .val_a(arg_0),
        .val_b(arg_1),
        .result(result),
        .op(op),
        .nzp(nzp)
    );
    always @(posedge clk) begin
        arg_1 <= result;
        if (bt1_down) begin
            op <= 3'b000;
            arg_0 <= 32'd1;
        end else if (bt2_down) begin
            op <= 3'b001;
            arg_0 <= 32'd0;
        end else begin
            op <= 3'b000;
            arg_0 <= 32'd0;
        end
    end
    always @(posedge clk) begin
        if (btn1 && bt1_downcount == 0) begin
            bt1_downcount <= 4'd10;
            bt1_down <= 1'b1;
        end else if (btn1) begin
            bt1_downcount <= 4'd10;
            bt1_down <= 1'b0;
        end else if (!btn1 && bt1_downcount > 0) begin
            bt1_downcount <= bt1_downcount - 1;
            bt1_down <= 1'b0;
        end
        if (btn2 && bt2_downcount == 0) begin
            bt2_downcount <= 4'd10;
            bt2_down <= 1'b1;
        end else if (btn2) begin
            bt2_downcount <= 4'd10;
            bt2_down <= 1'b0;
        end else if (!btn2 && bt2_downcount > 0) begin
            bt2_downcount <= bt2_downcount - 1;
            bt2_down <= 1'b0;
        end
    end
    assign led = { ~result[5:0] }; 
endmodule
--- flow/run.sh ---
#!/bin/bash
# OpenROAD 26Q1-2900-gdf79404cd8, Yosys 0.63+post, stock flow scripts
make -C /OpenROAD-flow-scripts/flow DESIGN_CONFIG=/design/flow/config.mk WORK_HOME=/design/flow/orfs finish
--- flow/config.mk ---
export PLATFORM = sky130hd
export DESIGN_NAME = top
export DESIGN_NICKNAME = top
export VERILOG_FILES = /design/flow/design.v
export SDC_FILE = /design/flow/constraint.sdc
export NUM_CORES = 4
export LEC_CHECK = 1
export CORE_AREA = 10 10 75 75
export DIE_AREA = 0 0 85 85
export SYNTH_HDL_FRONTEND = slang
--- flow/constraint.sdc ---
current_design top

set clk_period 2.7
set clk_io_pct 0.2

create_clock -name clk0 -period $clk_period [get_ports {clk}]

set non_clock_inputs [all_inputs -no_clocks]
set_input_delay [expr $clk_period * $clk_io_pct] -clock clk0 $non_clock_inputs
set_output_delay [expr $clk_period * $clk_io_pct] -clock clk0 [all_outputs]
==> run summary <==
Implementation results are summarized by area below.

Run status
The run finished with clean final reports.

Die
The height of the chip is 85 µm. For this configuration, the core starts out at a cell density of 0.224. The width of the chip is 85 µm. The chip occupies 7230 µm². The top-level I/O count is 9. The floorplan has 23 rows. The total core area is 4060 µm².

Critical path
The data required time at the worst endpoint is 2.16 ns. The start-to-end type of the worst setup path is reg2out. STA classifies the critical path startpoint as a flip-flop.

STA classifies the critical path endpoint as an output port. In this run the worst path has a maximum fanout of 3. The launch point of the critical path was reported as arg_1[1]. The arrival time of data at the critical path endpoint is 1.99 ns. The origin of the critical flop-to-flop path is arg_1[0].

Timing
The aggregate negative setup slack is 0 ns. The number of endpoints failing setup at the final stage is 0. The total count of max-transition violations in the final report is 0. The worst clock skew is 0.00439 ns.

The maximum clock frequency is 0.396 GHz. The routed design could run at a clock period as short as 2.53 ns. The post-route worst hold slack is 0.372 ns.

Per the final timing report, the hold violations number 0. The post-layout period usage of the worst path is 0.936. The worst-margin pin slew is 0.398 ns. Setup repair after global routing left no endpoint under its margin.

The worst-case headroom to the max-slew limit is 0.732.

Power
The post-route total power is 1.50 mW. The maximum resistive drop on vdd is 341 µV. The script extracted a total leakage power of 0.506 nW. The power density over the cells is 1250 nW/µm².

Worst hold path
The start point of the worst hold path is bt1_down. The worst hold-check path type is reg2reg.

Yosys
The synthesized chip area reported by yosys is 911 µm². The proportion of synthesized chip area in sequential cells is 0.396. The netlist uses 29 different library cells. The mapped netlist covers 911 µm². The post-synth count of flops with an enable pin is 0. In the synthesized netlist the async set-or-reset flop fraction comes to 0. Once synthesis finished, the tally of register bits stood at 18.

Post-synth the commonest register cell is sky130_fd_sc_hd__dfxtp_1. Per the Yosys statistics, synthesis produced 93 cells. The area fraction of the largest cell type after synthesis is 0.396.

The commonest cells after synthesis are 18 x sky130_fd_sc_hd__dfxtp_1, 12 x sky130_fd_sc_hd__inv_1, 7 x sky130_fd_sc_hd__ha_1, 7 x sky130_fd_sc_hd__nor2_1, 6 x sky130_fd_sc_hd__xnor2_1. Dividing the synthesized area by the synthesized cell count gives 9.79 µm². sky130_fd_sc_hd__dfxtp_1 is the most common cell in the netlist. The main area contributors are sky130_fd_sc_hd__dfxtp_1 40%, sky130_fd_sc_hd__ha_1 9.6%, sky130_fd_sc_hd__xnor2_1 5.8%. The tally of yosys warning messages is 0.

The post-synthesis cell count is 93. The synthesized design spends more area on one cell type than any other, namely sky130_fd_sc_hd__dfxtp_1.

GRT
Recorded from the global router log, the overflow total was 0. The total track usage is 0.0441. Entering global routing, the biggest net connects 11 pins. The first-pass GRT wire length is 2.78 mm. The number of antenna violations at the first check in global routing is 0. The number of global-route vias before repair is 628.

CTS
The clock root buffer master is sky130_fd_sc_hd__clkbuf_8. The cts-stage hold buffer count is 0. Clock tree synthesis inserted a total of 3 buffers.

CTS saw 18 sinks. The register clock-pin slew on the reported worst setup and hold paths is 0.07 ns. As reported, the later end of the worst-skew pair has a clock insertion delay of 0.25 ns. In this run the deepest clock path goes through 2 buffers. The clock tree from TritonCTS is yes.

In this run the number of H-tree levels came out at 1.

Routing
In the post-route report, total wirelength is listed as 1.52 mm. In the routed layout, each cell is associated on average with a via count of 4.10. The number of nets with antenna violations after routing is 0. Per the detail_route report, inserted antenna diodes total 0. The count of TritonRoute iterations in the first routing pass is 4.

The number of vias after detailed routing is 668. Once iteration 0 of detailed routing completed, the report listed 33 DRC markers. Dividing the detail-routed wire length by the instance count gives 9.34 µm. The post-route DRC violation count is 0.

Placement
The placement summary gives the final routability congestion estimate as 0.737. For this run the detailed placement stage logged an HPWL of 1.09 mm. During placement, the flow inserted port buffers numbering 8.

Final layout
The total of fill cells in the finished design is 389. Of the cells placed in the final design, the portion with a size suffix greater than 1 is 0.248. The synthesis-to-layout area growth is 31.7%.

Flow run
Per the run summary, max-cap violations total 0. The tool warning count for the run is 27.
==> what timing repair did <==
item	CTS	global route
hold endpoints to repair	0	0
buffers inserted	9	1
pin swaps	3	4
gates resized	7	3
setup endpoints to repair	3	2
==> per-layer routing <==
metal | share of wire | vias to the layer above | wire length (µm) | global-route usage
met5 | 0 | - | 0 | 0
met4 | 0.0066 | 0 | 10 | 0.00599
met3 | 0.065 | 2 | 99 | 0.0193
met2 | 0.47 | 11 | 718 | 0.0688
met1 | 0.46 | 306 | 696 | 0.0567
li1 | - | 349 | - | -
==> cell usage in the layout (no fill, tap or decap), types with 3 or more instances in the layout <==
| cell | count |
|---|---|
| sky130_fd_sc_hd__clkbuf_8 | 4 |
| sky130_fd_sc_hd__xnor2_1 | 6 |
| sky130_fd_sc_hd__ha_1 | 6 |
| sky130_fd_sc_hd__nor2_1 | 7 |
| sky130_fd_sc_hd__mux2i_1 | 3 |
| sky130_fd_sc_hd__or2_2 | 3 |
| sky130_fd_sc_hd__clkdlybuf4s50_1 | 5 |
| sky130_fd_sc_hd__a21oi_1 | 3 |
| sky130_fd_sc_hd__nand2b_1 | 4 |
| sky130_fd_sc_hd__dfxtp_1 | 16 |
| sky130_fd_sc_hd__nor3_1 | 3 |
| sky130_fd_sc_hd__inv_1 | 12 |
| sky130_fd_sc_hd__xor2_1 | 4 |
| sky130_fd_sc_hd__buf_4 | 9 |
==> flip-flops by register name, indices dropped and copies added (netlist names) <==
| signal | count |
|---|---|
| arg_0 | 1 |
| arg_1 | 6 |
| bt1_down | 1 |
| bt1_downcount | 4 |
| bt2_down | 1 |
| bt2_downcount | 4 |
| op | 1 |
==> critical path: stages (launching register included) <==
cell and delay [ns]:
sky130_fd_sc_hd__dfxtp_2 0.34, sky130_fd_sc_hd__inv_1 0.05, sky130_fd_sc_hd__ha_2 0.35, sky130_fd_sc_hd__mux2i_1 0.08, sky130_fd_sc_hd__ha_1 0.24, sky130_fd_sc_hd__xor2_1 0.17
sky130_fd_sc_hd__inv_1 0.06, sky130_fd_sc_hd__clkdlybuf4s50_1 0.45
==> power by group <==
group | internal [mW] | leakage (nW) | switching (mW) | total, mW
Sequential | 0.348 | 0.150 | 0.0678 | 0.415
Clock | 0.129 | 0.0288 | 0.0868 | 0.216
Combinational | 0.555 | 0.328 | 0.317 | 0.872
==> logic make-up after synthesis <==
logic type | count (synthesis) | synth area share
adder cells (fa/ha/maj) | 7 | 0.0961
flip-flops | 18 | 0.396
buffers and inverters | 13 | 0.0549
AND-OR/OR-AND | 10 | 0.0948
XOR/XNOR | 10 | 0.0961
multiplexers | 3 | 0.0330
AND/OR/NAND/NOR | 32 | 0.229
==> stage by stage <==
| stage | util | setup WS [ns] | cell area (µm²) | cells |
|---|---|---|---|---|
| 5_1_grt | 0.296 | 0.0631 | 1200 | 163 |
| 4_1_cts | 0.292 | 0.0172 | 1180 | 163 |
| 2_1_floorplan | - | 0.685 | 911 | 93 |
| 6_report | 0.296 | 0.173 | 1200 | 163 |
| 3_3_place_gp | 0.258 | 0.159 | 1050 | 150 |
| 3_5_place_dp | 0.258 | 0.118 | 1050 | 150 |
==> area by class of cell <==
cell class,count,area [µm²],share of cell area
clock buffer,4,55.1,0.0459
inverter,12,45.0,0.0375
multi-input combinational,62,527,0.439
sequential,18,363,0.302
tap,50,62.6,0.0521
timing repair buffer,17,148,0.123
==> final timing paths <==
kind / slack (ns) / to / cells past startpoint
worst min-delay path: 0.37 / arg_0[0] / 0
worst max register to register: 1.08 / arg_1[4] / 7
worst min register to register: 0.37 / arg_0[0] / 0
worst max-delay path: 0.17 / led[2] / 7
Power figures rest on the tool's default switching activity, not on a simulated workload.
